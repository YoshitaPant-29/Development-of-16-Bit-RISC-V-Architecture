<file path="./run.sh">
#!/bin/bash
# OpenROAD 26Q1-2900-gdf79404cd8, Yosys 0.63+post, stock flow scripts
make -C /OpenROAD-flow-scripts/flow DESIGN_CONFIG=/design/flow/config.mk WORK_HOME=/design/flow/orfs finish
</file>
<file path="./config.mk">
export PLATFORM = sky130hd
export DESIGN_NAME = alu
export DESIGN_NICKNAME = alu
export VERILOG_FILES = /design/flow/design.v
export SDC_FILE = /design/flow/constraint.sdc
export NUM_CORES = 4
export LEC_CHECK = 1
export CORE_UTILIZATION = 30
</file>
<file path="./constraint.sdc">
current_design alu

set clk_period 12.5
set clk_io_pct 0.2

create_clock -name clk0 -period $clk_period

set non_clock_inputs [all_inputs -no_clocks]
set_input_delay [expr $clk_period * $clk_io_pct] -clock clk0 $non_clock_inputs
set_output_delay [expr $clk_period * $clk_io_pct] -clock clk0 [all_outputs]
</file>
<file path="./design.v">
module alu(
    input logic [15:0] a, b,
    input logic [2:0] alu_ctrl,
    output logic [15:0] result,
    output logic zero
);
    always_comb begin
        case (alu_ctrl)
            3'b000: result = a + b;        
            3'b001: result = a - b;        
            3'b010: result = a & b;        
            3'b011: result = a | b;        
            3'b100: result = a ^ b;        
            3'b101: result = (a < b) ? 1 : 0;  
            default: result = 16'b0;
        endcase
    end
    assign zero = (result == 16'b0);
endmodule
</file>
==> results.cfg <==
; implementation run metrics
[status]
outcome = finished, final reports clean

[placed_design]
gp_congestion = 0.9509
dp_hpwl_mm = 6.917
port_buffers = 52
place_area_um2 = 3303

[worst_setup_path]
slowest_delay_ns = 0.57
crit_chain = clkdlybuf4s50_1, ha_1, inv_1, fa_1, nand3b_1, a21oi_1, o22ai_1, a311o_1, or4_1, or4_1, or4_1, nor4_2, clkdlybuf4s50_1
path_buffers = 3
path_delay_family = simple AND/OR/NAND/NOR gates
cpMostUsedCell = or4_1
crit_path_max_fanout = 4
required_ns = 10.00
path_class = in2out
critPathLaunchType = input port
startpoint = b[0]
cp-end-kind = output pin
worst_path_max_delay_cell = or4_1
crit_arrival_ns = 6.74

[power]
p_per_area_nw_per_um2 = 42.58
p_leak_nw = 1.436
ir_drop_mv = 0.01485

[yosys]
yosys_warnings = 1
top_area_cell = ha_1
synth.top_cell.area_share_pct = 23.05
yosys_area_um2 = 2714
ys_seq_share_pct = 0
synth_cells = 398
synthTopCellsByCount = 50 x ha_1, 46 x inv_1, 34 x a21oi_1
top_cell = ha_1
ys_cells = 398
avgSynthCellArea_um2 = 6.819
synth_cell_types = 65
area_leaders = ha_1 23%, inv_1 6.4%, a21oi_1 6.3%
synth_area_um2 = 2714

[global_route]
overflow = 0
grt_pass1_wl_mm = 14.41
grt_usage_pct = 18.54
grt_max_degree = 32
first_global_vias = 2842
antenna_found_initial = 0

[finish]
clock_buffers = 0
final_area_um2 = 3303
drive_above_1_share_pct = 3.448
fill_cells = 922
area_growth_pct = 21.72
seqCellArea_um2 = 0
postLayoutCoreUtil_pct = 37.88
flop-count = 0
logic_area_um2 = 2445

[clocking]
post_cts_buffers = 0
ctsResizeCount = 0
postCtsHoldBufs = 0

[job]
drv_cap = 0
warning_count = 66

[detailed_routing]
routed_via_density = 5.757
first_iter_violations = 242
drtPass1Iterations = 4
routed_wl_mm = 8.883
antenna-diode-count = 0
num_vias = 3126
drt.antenna.violating_nets = 0
wl_per_cell_um = 16.36
drcViolationCount = 0

[die]
core_area_um2 = 8721
fp-row-count = 34
fp_util_pct = 31.12
ios = 52
die_w_um = 97.11
die_y_um = 97.11
dieArea_um2 = 9430

[sta]
period_used_pct = 73.94
setup_viol = 0
worst_pin_slew_ns = 0.7303
hold_violations = 0
max_clock_freq_mhz = 108.2
max_slew_margin_pct = 51.26
grt_setup_unrepaired = no
period_needed_ns = 9.242
tns_ns = 0
maxSlewViolCount = 0
holdWs_ns = 6.295

[worst_hold_path]
min-delay-start = b[2]
hold_path.class = in2out
metal layers:
layer	wire length (um)	global-route usage [%]	vias to the layer above
li1	-	-	1542
met1	4243	28.04	1439
met2	3922	29.14	133
met3	582	1.977	12
met4	135	2.526	0
met5	0	0	-
cell families after synthesis:
family / share of synthesized area, %
AND-OR/OR-AND: 32.27
XOR/XNOR: 0.6456
adder cells (fa/ha/maj): 24.53
buffers and inverters: 9.912
multiplexers: 3.043
AND/OR/NAND/NOR: 29.60
where the power goes:
part | internal (mW) | total [mW] | switching [mW] | leakage (nW)
Combinational | 0.0651 | 0.141 | 0.0755 | 1.44
Sequential | 0 | 0 | 0 | 0
Clock | 0 | 0 | 0 | 0
area by class of cell:
type	count	area share, %
timing repair buffer	56	16.67
tap	108	4.091
multi-input combinational	333	74.01
inverter	46	5.227
cells in the final DEF (no fill, tap or decap), types with 3 or more instances in the layout:
cell type,Yosys,layout
o211ai_1,7,7
nor4_1,6,6
a211oi_1,9,9
nand3b_1,4,4
or3_1,10,10
and3_1,3,3
a2111oi_0,3,3
nand2b_1,12,12
a211o_1,6,6
inv_1,46,46
ha_1,50,50
nand2_1,28,28
nand4_1,3,3
clkdlybuf4s50_1,0,52
nor3b_1,6,6
a311oi_1,3,3
a21o_1,6,6
o21ai_0,9,9
nor2_1,30,30
a21oi_1,34,34
or4_1,7,7
o31ai_1,7,7
o311a_1,3,3
mux2i_1,6,6
nand3_1,12,12
buf_4,2,4
o22ai_1,5,5
nor2b_1,9,9
nor3_1,8,8
path summary, 6_finish.rpt:
path / end / slack, ns / cells past startpoint
worst min-delay path: result[2] / 6.29 / 7
worst max-delay path: zero / 3.26 / 13
through the flow:
stage                     cells  setup slack [ns]  total power [mW]
after global placement      543             3.296            0.1382
after detailed placement    543             3.288            0.1380
after CTS                   543             3.264            0.1390
after floorplan             398             4.704           0.08580
after global routing        543             3.049            0.1544
final                       543             3.258            0.1406
Power figures rest on the tool's default switching activity, not on a simulated workload.
