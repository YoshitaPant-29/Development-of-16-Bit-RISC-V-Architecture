===== flow/config.mk =====
export PLATFORM = sky130hd
export DESIGN_NAME = register_file
export DESIGN_NICKNAME = register_file
export VERILOG_FILES = /design/flow/design.v
export SDC_FILE = /design/flow/constraint.sdc
export NUM_CORES = 4
export LEC_CHECK = 1
export CORE_UTILIZATION = 30

===== flow/constraint.sdc =====
current_design register_file

set clk_period 4.2
set clk_io_pct 0.2

create_clock -name clk0 -period $clk_period [get_ports {clk}]

set non_clock_inputs [all_inputs -no_clocks]
set_input_delay [expr $clk_period * $clk_io_pct] -clock clk0 $non_clock_inputs
set_output_delay [expr $clk_period * $clk_io_pct] -clock clk0 [all_outputs]

===== flow/design.v =====
module register_file (
    input logic clk,
    input logic we,
    input logic [4:0] rd_addr1, rd_addr2, wr_addr,
    input logic [15:0] wr_data,
    output logic [15:0] rd_data1, rd_data2
);
    logic [15:0] regfile[31:0];
    always_ff @(posedge clk) begin
        if (we && wr_addr != 0)
            regfile[wr_addr] <= wr_data;
    end
    assign rd_data1 = regfile[rd_addr1];
    assign rd_data2 = regfile[rd_addr2];
endmodule

===== flow/run.sh =====
#!/bin/bash
# OpenROAD 26Q1-2900-gdf79404cd8, Yosys 0.63+post, stock flow scripts
make -C /OpenROAD-flow-scripts/flow DESIGN_CONFIG=/design/flow/config.mk WORK_HOME=/design/flow/orfs finish

==> impl_metrics.json <==
{
  "die_area_um2": 83800,
  "yosysChipArea_um2": 24790,
  "ys_top_cells_by_area": "edfxtp_1 62%, mux2i_1 21%, a22oi_1 3.9%",
  "drive_gt1_frac": 0.1500,
  "edf_count": 512,
  "die_x_um": 289.5,
  "ys.flop_type": "edfxtp_1",
  "worst_pin_slew_ps": 701.3,
  "cap_viol_max_count": 0,
  "grtUsageTotal": 0.1922,
  "wire_per_inst_um": 25.43,
  "die_height_um": 289.5,
  "cts_inserted_buffers": 54,
  "seq_power_share": 0.490,
  "clockRootBuffer": "clkbuf_16",
  "gr-total-overflow": 0,
  "fin_crit_ps": 4107,
  "area_delta_synth_final_pct": 19.10,
  "viasPerCell": 5.415,
  "finalCritPeriodShare": 0.9779,
  "largest_area_cell": "edfxtp_1",
  "warnings": 25,
  "regMostFlops": "regfile",
  "port_buffers": 64,
  "ys_cells": 1696,
  "drv_slew": 0,
  "final_cells": 2970,
  "yosys_warnings": 1,
  "finalSetupViolCount": 0,
  "row_count": 105,
  "boundaryPins": 65,
  "p_leak_nw": 10.83,
  "ant_nets": 0,
  "avgSynthCellArea_um2": 14.62,
  "required_ps": 3360,
  "dp_hpwl_um": 46820,
  "ys_seq_frac": 0.6201,
  "grt_pass1_vias": 16980,
  "syn_area_um2": 24790,
  "power.density_nw_per_um2": 395.7,
  "cts_max_level": 2,
  "fmax_mhz": 243.5,
  "p_comb_frac": 0.102,
  "fp_util": 0.3024,
  "synth_flop_count": 512,
  "cp.arrival_ps": 3270,
  "dp_worst_setup_slack_ps": -133.8,
  "rsz0062_at_grt": "no",
  "ir_drop_mv": 0.2921,
  "drc_errors": 0,
  "switchingPower_mw": 2.718,
  "netlist.area_leader.share": 0.6201,
  "whs_ps": 1040,
  "clkPwrFrac": 0.408,
  "path_max_fanout": 38,
  "syn_inst": 1696,
  "cts_hold_buffers": 0,
  "switching_share": 0.2326,
  "gp_congestion": 0.9060,
  "drt_iter0_drc": 1005,
  "cts_tree": "done",
  "core-area_um2": 81980,
  "firstDrtPassIters": 23,
  "cts.sinks": 512,
  "vias": 16080,
  "cellInternalPower_mw": 8.967,
  "largest_registers": "regfile x512",
  "path_clk_slew_ps": 60,
  "grt_max_degree": 56,
  "outcome": "finished clean",
  "cts.path.max_buffers": 3,
  "drt-total-wl_um": 75520,
  "grt_pass1_wl_um": 110500,
  "finalHoldViolations": 0,
  "ys_types": 27,
  "antenna_found_initial": 3,
  "critical_path_class": "primary input to output pin",
  "dp_cells": 2862,
  "crit_path_end_kind": "output pin",
  "ys_top_cells_by_count": "512 x edfxtp_1, 512 x mux2i_1, 128 x a22oi_1",
  "async_reset_ff_frac": 0,
  "num_antenna_cells": 0,
  "slew_headroom": 0.5311,
  "cp-start-kind": "primary input",
  "hold_path.class": "primary input to register",
  "worst_slack_ps": 93.03,
  "largest_reg_flops": 512
}
[cell type report]
class	instances	area [um^2]
well taps	1070	1339
flip-flops and latches	512	15370
fillers	7622	52450
clock buffers	64	1410
repair buffers	221	2455
multi-input cells	1066	8605
clock inverters	37	345.3
[cells in the final DEF, fill, tap and decap left out, drive strengths merged]
cell type / n
or3: 1
or3b: 3
a22o: 64
inv: 2
buf: 159
nand3b: 5
a22oi: 128
clkbuf: 64
clkinv: 26
nand2b: 4
nor2b: 4
nand2: 65
or2: 2
dlymetal6s2s: 2
mux2i: 512
clkinvlp: 3
a31oi: 32
nor2: 34
conb: 16
a21oi: 64
nand4: 32
edfxtp: 512
bufinv: 6
clkdlybuf4s50: 60
nand3: 66
and2: 2
nor3: 32
[layer usage]
layer	track usage	wire [um]	part of all wire	vias to the layer above
met5	0	22	0.00029	-
li1	-	-	-	7090
met3	0.1285	11770	0.16	128
met4	0.04013	1938	0.026	4
met1	0.2334	27410	0.36	7926
met2	0.2895	34370	0.46	935
[path summary, 6_finish.rpt]
check,startpoint,end,slack [ps],cells after the start
hold / removal,wr_data[14],regfile[30][14],1040,2
setup / recovery,rd_addr2[2],rd_data2[13],90,9
[cell families after synthesis]
kind of cell / synth area share
muxes: 0.2067
DFF: 0.6201
AOI/OAI and AO/OA: 0.08236
and+or+nand+nor: 0.04930
buffers and inverters: 0.04138
other: 0.0001512
[power groups by stage]
stage	Combinational [mW]	Sequential, mW	Clock [mW]
CTS	1.19	5.73	4.84
global route	1.27	5.73	5.02
finish	1.19	5.73	4.77
[per-stage QoR]
step / power [mW] / setup TNS, ps / cell area (um^2) / utilization
floorplan: 6.465 / 0 / 24850 / -
global placement: 6.997 / -257.0 / 27640 / 0.3371
detailed placement: 7.006 / -347.3 / 27640 / 0.3371
CTS: 11.75 / 0 / 29490 / 0.3597
global route: 12.02 / 0 / 29530 / 0.3602
finish: 11.69 / 0 / 29530 / 0.3602
[worst max-delay path, stage by stage]
cell             delay, ps
clkdlybuf4s50_1        620
nor2b_4                220
buf_12                 190
buf_16                 240
a22o_1                 200
nor3_1                  50
a31oi_1                250
nand3_1                130
clkdlybuf4s50_1        450
[what timing repair did]
action	4_1_cts	5_1_grt
gates resized	3	8
setup buffers	7	0
pin swaps	1	0
setup endpoints to repair	7	18
Power and IR drop assume default switching activity.
